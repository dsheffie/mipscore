<file path="flow/design.v">
module find_first_set#(parameter LG_N = 2)(in, y);
   localparam N = 1<<LG_N;
   localparam N2 = 1<<(LG_N-1);
   input logic [N-1:0] in;
   output logic [LG_N:0] y;
   logic [LG_N-1:0] 	 t0, t1;
   wire 		 lo_z = in[N2-1:0]=='d0;
   wire 		 hi_z = in[N-1:N2]=='d0;
   generate
      if(LG_N == 2)
	begin
	   always_comb
	     begin
		y = 3'b111;
		casez(in)
		  4'b0001:
		    y = 3'd0;
		  4'b001?:
		    y = 3'd1;
		  4'b01??:
		    y = 3'd2;
		  4'b1???:
		    y = 3'd3;
		  default:
		    y = 3'b111;
		endcase  
	     end  
	end  
      else
	begin
	   find_first_set#(LG_N-1) f0(.in(in[N2-1:0]), .y(t0));
	   find_first_set#(LG_N-1) f1(.in(in[N-1:N2]), .y(t1));
	   always_comb
	     begin
		y = N;
		if(lo_z && hi_z)
		  y = N;
		else if(!hi_z)
		  y = N2 + t1;
		else if(!lo_z)
		  y = {1'b0, t0};
	     end
	end
   endgenerate
endmodule  
module fp_convert(clk, in, en, out);
   parameter W = 32;
   localparam FW = (W==32) ? 23 : 52;
   localparam EW = (W==32) ? 8 : 11;
   localparam LG_W = (W==32) ? 5: 6;
   localparam PW = EW-(LG_W+1);
   input logic clk;
   input logic [W-1:0] in;
   input logic 	       en;
   output logic [W-1:0] out;
   wire [EW-1:0] 	w_bias = ((1<<(EW-1)) - 1);
   logic [W-1:0] 	t_in, t_mant_full;
   logic [FW-1:0] 	t_mant,t_round;
   logic [EW-1:0] 	t_exp;
   logic [LG_W:0] 	t_ffs;
   logic 		t_sign, t_zero;
   always_comb
     begin
	t_in = in;
	t_sign = 1'b0;
	t_zero = (in=='d0);
	if(in[W-1])
	  begin
	     t_in = ~in + 'd1;
	     t_sign = 1'b1;
	  end
     end
   find_first_set #(.LG_N(LG_W)) z0
     (.in(t_in), .y(t_ffs));
   always_comb
     begin
	t_mant_full = t_in << (W - t_ffs);
	t_round = t_mant_full[W-FW-1] && t_mant_full[W-FW] &&  (t_ffs > FW) ? 'd1 : 'd0;
	t_mant = t_mant_full[W-1:W-FW] + t_round;
	t_exp = w_bias + { {PW{1'b0}}, t_ffs};
	out = t_zero ? 'd0 : {t_sign,t_exp,t_mant};
     end
endmodule  
</file>
<file path="flow/run.sh">
#!/bin/bash
# OpenROAD 26Q1-2900-gdf79404cd8, Yosys 0.63+post, stock flow scripts
make -C /OpenROAD-flow-scripts/flow DESIGN_CONFIG=/design/flow/config.mk WORK_HOME=/design/flow/orfs finish
</file>
<file path="flow/config.mk">
export PLATFORM = sky130hd
export DESIGN_NAME = fp_convert
export DESIGN_NICKNAME = fp_convert
export VERILOG_FILES = /design/flow/design.v
export SDC_FILE = /design/flow/constraint.sdc
export NUM_CORES = 4
export LEC_CHECK = 1
export CORE_UTILIZATION = 30
</file>
<file path="flow/constraint.sdc">
current_design fp_convert

set clk_period 36.5
set clk_io_pct 0.2

create_clock -name clk0 -period $clk_period

set non_clock_inputs [all_inputs -no_clocks]
set_input_delay [expr $clk_period * $clk_io_pct] -clock clk0 $non_clock_inputs
set_output_delay [expr $clk_period * $clk_io_pct] -clock clk0 [all_outputs]
</file>
==> changes_impl.md <==
### Physical design

- WS Path Type: in2out
- Final WS setup: 11790 ps
- Register area: 0 sq um
- Layout cells sized above 1: 0.111
- CTS Hold Bufs: 0
- Synthesized area: approximately 0.0057 sq mm
- Via density: 6.39
- Fin crit share: 0.677
- Top achievable clock speed: a little over 40 MHz
- # diodes: 0
- Syn Area/Cell: 6.67 sq um
- Post-CTS sizing: 0
- # fillers: just over 2000
- DR WL/cell: 19.8 um
- Yosys simple share: 0.357
- Largest net degree at the start of global routing: 56
- Adder Share, Synth: 0.00871
- Max_slew headroom: 0.296
- Vias in the first global route: 6151
- Core ar.: 0.0188 sq mm
- FF+latch count: 0
- Final core utilization: 0.348
- FP Rows: 50
- Drt drc: 0
- Dominant cell area share: 0.0568
- Hold depth: 3
- Crit path required time: 29200 ps
- Synth cell count leaders: 87 x nand2_1, 82 x nor2_1, 65 x o21ai_0
- Post-Place Setup Slack: 11980 ps
- PortBufs: 64
- Leakage power: about 2.1 nW
- # setup viols final: 0
- Cells in synth_stat.txt: between 800 and 900
- Mux share: 0.0834
- CP max stage cell: or3b_1
- Yosys Warn Count: 5
- Synth top cell by count: nand2_1
- Initial DRT Pass Iterations: 6
- Final WL: between 20000 and 25000 um
- First-pass GRT wire length: between 30000 and 40000 um
- CLK BUF: 0
- Logic cell area: between 0.005 and 0.006 sq mm
- Area Overhead vs Synth: 13.7%
- Crit. End Element: primary output
- Synth cell types: 101
- Hpwl dp: roughly 17000 um
- Tool Warnings: 34
- Critical-path maximum fanout: around 42
- Die X: 140 um
- Hold/Removal Path Class: in2out
- Gpl congestion: 0.981
- Startpoint types: input port
- Vias: 7098
- # Post-CTS Setup Buffers: 0
- Main logic family: AND-OR/OR-AND gates
- FP Util: 0.306
- Worst EP arrival: approximately 17000 ps
- Seq share, synth: 0
- Antenna violations before repair: 0
- Xor/xnor share: 0.0963
- Die area: around 0.020 sq mm
- Final TNS setup: 0 ps
- Cell type with the largest total area: nand2_1
- Worst path max stage delay: around 650 ps
- YS chip area: approximately 0.0057 sq mm
- Least-Margin Pin Slew: around 1000 ps
- Die Y-Extent: 140 um
- Peak supply drop: between 9 and 10 uV
- Final Hold Violating Endpoints: 0
- Mapped Cells: between 800 and 900
- Remaining Overflow, GRT: 0
- Status: complete, no violations
- Max-cap viol count: 0
- Max Slew Vio Count: 0
- Final antenna-violating net count: 0
- I/O Pins: ~66
- Power Total: 0.158 mW
- Final min period: 24710 ps
- RSZ-0062 raised after global routing: false
- Main area contributors: nand2_1 5.7%, o21ai_0 5.7%, xnor2_1 5.5%
- DRT iter0 DRCs: 842
- Yosys aoi share: 0.390
- Pwr Density: 24.3 mW/mm^2
- Gr usage total: 0.222
-- kinds of logic after synthesis --
logic type	count (synthesis)
AOI/OAI and AO/OA	302
xor gates and xnor gates	61
adders and majority gates	4
buffers and inverters	87
muxes	32
and+or+nand+nor	376
-- layout make-up --
| class | instances | share of cell area |
|---|---|---|
| inverter | 15 | 0.00862 |
| tap | 234 | 0.0448 |
| multi-input combinational | 775 | 0.823 |
| timing repair buffer | 87 | 0.124 |
-- per-stage QoR --
stage | hold WS, ps | std cells | instance area (sq um)
after floorplan | 14850 | 862 | 5750
after global placement | 15480 | 1111 | 6530
after detailed placement | 15490 | 1111 | 6530
after CTS | 15490 | 1111 | 6530
after global routing | 15530 | 1111 | 6530
final | 15490 | 1111 | 6530
-- layout by cell type, fill, tap and decap left out, drive strengths merged, types with 13 or more instances in the layout --
master and count:
nand2 89, nor2 83, o21ai 73, clkdlybuf4s50 63, a21oi 40, nand3 38, xnor2 37, nor3 31
nor4 26, xor2 24, buf 24, nand4 20, or3 19, o211ai 19, mux2i 16, a211oi 16
inv 15, or2 13
-- report_power, final --
part	leakage [nW]	total [mW]	internal [mW]	switching [mW]
Combinational	2.14	0.158	0.0711	0.0874
Sequential	0	0	0	0
Clock	0	0	0	0
Total	2.14	0.158	0.0711	0.0874
-- worst max-delay path: cells and delay by family --
kind | cells | cell delay, ps
AOI/OAI and AO/OA | 8 | 1800
buffers and inverters | 8 | 2400
and+or+nand+nor | 12 | 5060
xor gates and xnor gates | 1 | 150
adders and majority gates | 3 | 670
-- worst paths after layout --
| path | slack [ps] | to | start |
|---|---|---|---|
| worst max-delay path | 11790 | out[19] | in[0] |
| worst min-delay path | 15490 | out[31] | in[31] |
-- per-layer routing --
metal	share of wire	GRT usage	vias to the layer above
met3	0.081	0.0310	32
met4	0.019	0.0480	0
met1	0.47	0.340	3281
met2	0.43	0.329	373
li1	-	-	3412
met5	0	0	-
Power is estimated from default activity; no workload was simulated.
