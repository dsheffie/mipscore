==> flow/design.v <==
module fp_trunc(in, out);
   parameter W = 32;
   localparam FW = (W==32) ? 23 : 52;
   localparam EW = (W==32) ? 8 : 11;
   localparam PW = W-(FW+1);
   input logic [W-1:0] in;
   output logic [W-1:0] out;
   wire [EW-1:0] 	w_bias = ((1<<(EW-1)) - 1);
   wire [EW-1:0] 	w_exp = in[W-2:FW];
   wire [FW:0] 		w_mant = {1'b1, in[FW-1:0]};
   wire [FW:0] 		w_zp = {(FW+1){1'b0}};
   wire [PW-1:0] 	w_op = {PW{1'b0}};
   wire [(2*(FW+1))-1:0] w_mant_pad = {w_zp, w_mant};
   logic [(2*(FW+1))-1:0] t_mant_shift;
   wire 		w_sign = in[W-1];
   logic 		t_zero;
   logic [EW-1:0] 	t_shift_dist;
   logic [W-1:0] 	t_out;
   always_comb
     begin
	t_zero = w_exp < w_bias;
	t_shift_dist = (w_exp - w_bias)+1;
	t_mant_shift = w_mant_pad << t_shift_dist;
	t_out = 'd0;
	if(!t_zero)
	  begin
	     t_out = {w_op, t_mant_shift[(2*(FW+1))-1:FW+1]};
	     if(w_sign)
	       begin
		  t_out = (~t_out + 'd1);
	       end
	  end
	out = t_out;
     end
endmodule
==> flow/run.sh <==
#!/bin/bash
# OpenROAD 26Q1-2900-gdf79404cd8, Yosys 0.63+post, stock flow scripts
make -C /OpenROAD-flow-scripts/flow DESIGN_CONFIG=/design/flow/config.mk WORK_HOME=/design/flow/orfs finish
==> flow/constraint.sdc <==
current_design fp_trunc

set clk_period 16.5
set clk_io_pct 0.2

create_clock -name clk0 -period $clk_period

set non_clock_inputs [all_inputs -no_clocks]
set_input_delay [expr $clk_period * $clk_io_pct] -clock clk0 $non_clock_inputs
set_output_delay [expr $clk_period * $clk_io_pct] -clock clk0 [all_outputs]
==> flow/config.mk <==
export PLATFORM = sky130hd
export DESIGN_NAME = fp_trunc
export DESIGN_NICKNAME = fp_trunc
export VERILOG_FILES = /design/flow/design.v
export SDC_FILE = /design/flow/constraint.sdc
export NUM_CORES = 4
export LEC_CHECK = 1
export CORE_UTILIZATION = 40
==> results.sh <==
# implementation run metrics
export IMPL_synth_top_area_share_pct=9.09
export IMPL_finalCritPeriodShare_pct=69.0
export IMPL_dp_cells=614
export IMPL_fin_crit_ns=11.39
export IMPL_drc=0
export IMPL_coreArea_mm2=0.00822
export IMPL_tns_ns=0
export IMPL_hold_path_class="primary input to output pin"
export IMPL_cp_max_fo=30
export IMPL_portBuffers=64
export IMPL_initial_utilization_pct=41.5
export IMPL_power_density_mw_per_mm2=41.3
export IMPL_area_leaders="mux2i_1 9.1%, mux4_2 8.6%, mux2_2 5.6%"
export IMPL_row_count=33
export IMPL_grt_usage_pct=31.0
export IMPL_synthCells=471
export IMPL_cp_end_kind="output pin"
export IMPL_grt_ovfl_total=0
export IMPL_gp_congestion=1.13
export IMPL_postCtsHoldBufs=0
export IMPL_grt_pass1_wl_um=20600
export IMPL_mi_logic_area_mm2=0.00313
export IMPL_maxSlewHeadroom_pct=46.7
export IMPL_drtIter0Drc=362
export IMPL_vias=4088
export IMPL_final_seq_area_um2=0
export IMPL_rsz0062_at_grt="no"
export IMPL_yosysUniqueCellTypes=85
export IMPL_design_seq_count=0
export IMPL_post_drt_via_cell_ratio=6.66
export IMPL_dpl_instance_area_mm2=0.00401
export IMPL_io_pin_count=64
export IMPL_yosysWarnings=1
export IMPL_drt_first_pass_iters=5
export IMPL_die_w_um=94.4
export IMPL_yosys_area_top_type="mux2i_1"
export IMPL_critical_path_class="primary input to output pin"
export IMPL_ant_nets=0
export IMPL_critPathLaunch="in[24]"
export IMPL_cp_data_arrival_time_ns=8.09
export IMPL_status="finished clean"
export IMPL_finalNonFillerCells=614
export IMPL_required_ns=13.20
export IMPL_ys_chip_area_mm2=0.00341
export IMPL_ys_seq_share_pct=0
export IMPL_worstSetupStartpointType="primary input"
export IMPL_setup_viol=0
export IMPL_ctsResizeCount=0
export IMPL_tightest_slew_ns=0.796
export IMPL_peakVddDrop_mv=0.0209
export IMPL_layout_drive_gt1_share_pct=13.8
export IMPL_syn_to_final_growth_pct=17.4
export IMPL_die_h_um=94.4
export IMPL_diodes=0
export IMPL_p_leak_nw=1.49
export IMPL_clkbuf_count=0
export IMPL_whs_ns=7.89
export IMPL_nFillCells=823
export IMPL_ys_cells=471
export IMPL_warnings=32
export IMPL_post_dp_hpwl_um=10500
export IMPL_antenna_found_initial=0
export IMPL_avgSynthCellArea_um2=7.25
export IMPL_drv_slew=0
export IMPL_grt_max_degree=48
export IMPL_wl_per_cell_um=21.5
export IMPL_fin_area_mm2=0.00401
export IMPL_cap_violations=0
export IMPL_die_area_mm2=0.00891
export IMPL_postCtsSetupBuffers=0
export IMPL_worstHoldStart="in[23]"
export IMPL_hold_viol_final=0
export IMPL_grt_pass1_vias=3665
export IMPL_netlist_area_mm2=0.00341
export IMPL_wl_um=13200
export IMPL_fmax_ghz=0.0878
==> per-layer routing <==
metal	track usage, %	part of all wire, %	up-vias
li1	-	-	1911
met1	44.9	44	1900
met2	47.3	43	225
met3	4.41	8.3	52
met4	11.2	4.9	0
met5	0	0	-
==> critical path, stage by stage <==
cell             delay [ns]
clkdlybuf4s50_1        0.45
buf_4                  0.30
ha_1                   0.19
buf_4                  0.32
clkinv_1               0.44
mux4_2                 0.41
nor3_1                 0.07
o41ai_2                0.70
o211a_1                0.33
nand4b_2               0.32
or2_1                  0.35
nor4b_1                0.29
a211o_1                0.16
clkdlybuf4s50_1        0.45
==> report_power, final <==
part | switching (mW) | internal, mW
Clock | 0 | 0
Combinational | 0.0931 | 0.0721
Sequential | 0 | 0
Total | 0.0931 | 0.0721
==> cell usage after synthesis (4+ instances only) <==
cell type and count:
o31ai_1 8, xnor2_1 9, a31oi_1 12, nand2_1 37, mux2_2 17, a211oi_1 4, nand4_1 9, a211o_1 5
buf_6 7, mux4_2 13, nor3_1 8, nor2_1 46, nand2b_1 6, o22ai_1 9, and2_1 8, buf_2 18
o21ai_0 34, a21o_1 5, or2_2 4, nand3_1 21, inv_1 7, a21oi_1 33, nor2b_1 8, clkbuf_1 6
xor2_1 7, mux2i_1 31, o221ai_1 9
==> worst paths after layout <==
path	slack [ns]	cells past startpoint	endpoint
setup / recovery	5.11	14	out[23]
hold / removal	7.89	6	out[19]
==> cell type report <==
cell class	instances	area share, %
inverter	8	0.750
timing repair buffer	75	17.9
multi-input combinational	426	78.0
tap	105	3.28
==> cells in the final DEF (no fill, tap or decap), drive strengths merged, types with 6 or more instances in the layout <==
cell type / count
mux4: 14
xnor2: 10
nand3: 21
and2: 11
o31ai: 8
mux2i: 31
nand2: 37
a21oi: 33
buf: 12
nor2b: 8
inv: 7
nand4: 9
nand2b: 6
mux2: 18
xor2: 8
a31oi: 12
o22ai: 9
nor2: 47
a21o: 6
nor3: 8
o21ai: 37
clkdlybuf4s50: 63
o221ai: 9
==> cell families after synthesis <==
kind of cell	after synthesis	synth area share (%)
multiplexers	63	24.4
buffers and inverters	45	8.39
AND-OR/OR-AND	169	34.7
AND/OR/NAND/NOR	174	26.7
XOR/XNOR	18	5.06
adder cells (fa/ha/maj)	2	0.733
==> metrics by stage <==
step / power, mW / worst slack [ns] / utilization, %
after global routing: 0.179 / 4.87 / 48.8
final: 0.165 / 5.11 / 48.8
after CTS: 0.162 / 5.25 / 48.8
after global placement: 0.162 / 5.18 / 48.8
after floorplan: 0.108 / 7.30 / -
after detailed placement: 0.161 / 5.27 / 48.8
No activity file was given, so power comes from the tool's default toggle rates.
