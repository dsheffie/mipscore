[/design/flow/design.v]
module dff(q,d,clk);
   parameter N = 1;
   input logic [N-1:0] d;
   input logic 	       clk;
   output logic [N-1:0] q;
   always_ff@(posedge clk)
     begin
	q <= d;
     end
endmodule  
module shiftreg(clk,in,out);
   parameter W = 32;
   parameter D = 4;
   input logic clk;
   input logic [W-1:0] in;
   output logic [W-1:0] out;
   logic [W-1:0] 	t_delay [D-1:0];
   assign out = t_delay[D-1];
   dff #(.N(W) ) ff0(.clk(clk), .d(in), .q(t_delay[0]));
   generate
      for(genvar i = 1; i < D; i = i + 1)
	begin:delay
	   dff #(.N(W)) ff (.clk(clk), .d(t_delay[i-1]), .q(t_delay[i]));
	end
   endgenerate
endmodule
module fracmul(y, a, b);
   parameter W = 24;
   localparam W2 = W*2;
   input [W-1:0]       a;
   input [W-1:0] b;
   output [W2-1:0] y;
   wire [W2-1:0] w_comb_mul = a * b;
   assign y = w_comb_mul;
endmodule  
module expadd(y, a, b);
   parameter L = 3;
   parameter W = 8;
   input logic [W-1:0] a;
   input logic [W-1:0] b;
   output logic [W:0] y;
   wire [W-1:0] w_bias = ((1<<(W-1)) - 1);
   wire [W:0] w_comb_add = ((a+b) - w_bias);
   assign y = w_comb_add;
endmodule  
module detection(
   zero, nan, infinity,
   a, b
   );
   parameter E = 11;
   parameter F = 52;
   localparam W = E + F + 1;
   input logic [W-1:0] a;
   input logic [W-1:0] b;
   output logic        zero;
   output logic        nan;
   output logic        infinity;
   wire 	w_nan = 1'b0;
   logic 	t_az, t_bz;
   logic [2:0] 	t_detect, t_out;
   wire [E-1:0] w_exp_a = a[W-2:F];
   wire [E-1:0] w_exp_b = b[W-2:F];
   wire [F-1:0] w_mant_a = a[F-1:0];
   wire [F-1:0] w_mant_b = b[F-1:0];
   wire 	w_infinity_a = (&w_exp_a) & (w_mant_a == 'd0);
   wire 	w_infinity_b = (&w_exp_b) & (w_mant_b == 'd0);
   always_comb
     begin
	t_az = (a == 'd0);
	t_bz = (b == 'd0);
     end
   assign zero = t_az|t_bz;
   assign nan = w_nan;
   assign infinity = w_infinity_a | w_infinity_b;
endmodule  
module normalize( 
   exp_out, mant_out,
   exp_in, mant_in
   );
   parameter E = 8;
   parameter F = 23;
   input logic [E:0] exp_in;
   output logic [E:0] exp_out;
   input logic [(F+4):0] mant_in;
   output logic [(F+4):0] mant_out;
   always_comb
     begin
	mant_out = mant_in;
	exp_out = exp_in;
	if(mant_in[F+4])
	  begin
	     mant_out = {1'b0, mant_in[(F+4):2], mant_in[1] & mant_in[0]};
	     exp_out = exp_in + 'd1;
	  end
     end
endmodule  
module round(
   exp_out, mant_out,
   exp_in, mant_in
   );
   parameter E = 8;
   parameter F = 23;
   input logic [E:0] exp_in;
   output logic [E:0] exp_out;
   input logic [(F+4):0] mant_in;
   output logic [(F+4):0] mant_out;
   logic [F+1:0] t_one = {{(F+1){1'b0}},1'b1};
   always_comb
     begin
	exp_out = exp_in;
	mant_out = mant_in;
	if(mant_in[2]) 
	  begin
	     mant_out = {(mant_in[(F+4):3] + t_one), 3'd0};
	  end 
     end
endmodule  
module sign(y,clk, a, b);
   input clk;
   input a;
   input b;
   output y;
   parameter L = 4;
   shiftreg #(.W(1), .D(L)) d (.clk(clk), .in(a^b), .out(y));
endmodule  
module fp_mul(
   y,
   clk, a, b, en
   );
   parameter W = 32;
   parameter MUL_LAT = 4;
   localparam FW = (W==32) ? 23 : 52;
   localparam EW = (W==32) ? 8 : 11;
   localparam INFINITY = (1 << EW) - 1;
   input logic clk;
   input logic [W-1:0] a;
   input logic [W-1:0] b;
   input logic 	       en;
   output logic [W-1:0] y;
   wire [EW:0] 	 w_rnd_exp_out;
   wire [EW:0] 	 w_rnd_exp_in;
   wire [FW+4:0] w_rnd_mant_out;
   wire [FW+4:0] w_rnd_mant_in;
   wire [FW+4:0] w_nrm_mant_out;
   wire [EW:0] 	 w_nrm_exp_out;
   wire [(2*(FW+1))-1:0] w_prod;
   wire [EW:0] 		 w_exp;
   wire [FW:0] 	 w_mant_a = {1'b1, a[FW-1:0]};
   wire [FW:0] 	 w_mant_b = {1'b1, b[FW-1:0]};
   wire [EW-1:0] w_exp_a = a[W-2:FW];
   wire [EW-1:0] w_exp_b = b[W-2:FW];
   wire 	 w_sign, w_zero, w_nan, w_infinity;
   logic [EW-1:0]  t_exp;
   logic [FW-1:0]  t_mant;
   logic 	   t_sign;
   fracmul #(.W(FW+1)) m0 
     (.y(w_prod), .a(w_mant_a), .b(w_mant_b));
   expadd #(.W(EW)) e0 
     (.y(w_exp), .a(w_exp_a), .b(w_exp_b));
   detection #(.E(EW), .F(FW)) d0 
     (.a(a),.b(b),.zero(w_zero), .nan(w_nan), .infinity(w_infinity));
   normalize #(.E(EW), .F(FW)) n0 
     (.exp_out(w_rnd_exp_in), .mant_out(w_rnd_mant_in),
      .exp_in(w_exp),.mant_in(w_prod[2*(FW+1)-1:(FW-3)]));
   round #(.E(EW), .F(FW)) r0 (
	     .exp_out(w_rnd_exp_out),
	     .mant_out(w_rnd_mant_out),
	     .exp_in(w_rnd_exp_in),
	     .mant_in(w_rnd_mant_in)
	     );
   normalize #(.E(EW), .F(FW)) n1 (
		 .exp_out		(w_nrm_exp_out),
		 .mant_out		(w_nrm_mant_out),
		 .exp_in		(w_rnd_exp_out),
		 .mant_in		(w_rnd_mant_out)
		 );
   always_comb
     begin
	t_exp = w_nrm_exp_out[EW-1:0];
	t_mant = w_nrm_mant_out[FW+2:3];
	t_sign = a[W-1]^b[W-1];
	if(w_zero)
	  begin
	     t_exp = 'd0;
	     t_mant = 'd0;
	  end
	else if(w_infinity)
	  begin
	     t_exp = INFINITY;
	     t_mant = 'd0;
	  end
     end  
   shiftreg #(.W(W), .D(MUL_LAT)) 
   sr0 (
	.clk(clk),
	.in({t_sign, t_exp, t_mant}), 
	.out(y)
	);      
endmodule  
[/design/flow/run.sh]
#!/bin/bash
# OpenROAD 26Q1-2900-gdf79404cd8, Yosys 0.63+post, stock flow scripts
make -C /OpenROAD-flow-scripts/flow DESIGN_CONFIG=/design/flow/config.mk WORK_HOME=/design/flow/orfs finish
[/design/flow/config.mk]
export PLATFORM = sky130hd
export DESIGN_NAME = fp_mul
export DESIGN_NICKNAME = fp_mul
export VERILOG_FILES = /design/flow/design.v
export SDC_FILE = /design/flow/constraint.sdc
export NUM_CORES = 4
export LEC_CHECK = 1
export CORE_UTILIZATION = 50
[/design/flow/constraint.sdc]
current_design fp_mul

set clk_period 32.4
set clk_io_pct 0.2

create_clock -name clk0 -period $clk_period [get_ports {clk}]

set non_clock_inputs [all_inputs -no_clocks]
set_input_delay [expr $clk_period * $clk_io_pct] -clock clk0 $non_clock_inputs
set_output_delay [expr $clk_period * $clk_io_pct] -clock clk0 [all_outputs]
==> impl_metrics.env <==
# flow metrics
export IMPL_status="completed"
export IMPL_ys_types=97
export IMPL_finalCriticalPeriod_ps=16210
export IMPL_ys_top_logic_family="adder cells"
export IMPL_io_buffers=96
export IMPL_cts_setup_buffers=0
export IMPL_critPathRequiredTime_ps=32650
export IMPL_wl_per_cell_um=18.36
export IMPL_cpMostUsedCell="fa_1"
export IMPL_topCellsByArea="fa_1 40%, dfxtp_1 11%, ha_1 9.6%, inv_1 9.2%, and2_1 6.3%"
export IMPL_grt_pass1_wl_um=103300
export IMPL_dieHeight_um=221.4
export IMPL_area_growth_pct=9.272
export IMPL_num_rows=80
export IMPL_edf_count=0
export IMPL_dp_hpwl_um=46930
export IMPL_antenna_found_initial=0
export IMPL_critPathKind="in2reg"
export IMPL_finalClockSkew_ps=3.948
export IMPL_drc=0
export IMPL_critPathCaptureType="flop"
export IMPL_core_um2=47650
export IMPL_hold_viol=0
export IMPL_cts_buffers=17
export IMPL_setup_viol=0
export IMPL_cts_tree="done"
export IMPL_avgSynthCellArea_um2=8.893
export IMPL_ys_area_um2=24070
export IMPL_clockBufferDepth=2
export IMPL_antenna_cells=0
export IMPL_yosysWarnings=7
export IMPL_place_gp_congestion=0.9694
export IMPL_warnings=27
export IMPL_path_buffers=7
export IMPL_first_global_vias=19518
export IMPL_fmax_mhz=61.67
export IMPL_cts_sinks=128
export IMPL_drtPass1Iterations=5
export IMPL_layout_drive_gt1_share=0.04307
export IMPL_synth_xor_area_share=0.02100
export IMPL_ant_nets=0
export IMPL_ys_cells=2707
export IMPL_synth_flops=128
export IMPL_path_delay_family="adder cells"
export IMPL_root_buffer="clkbuf_16"
export IMPL_cts_repair_resized=0
export IMPL_fp_utilization=0.5053
export IMPL_drtIter0Drc=807
export IMPL_grt_max_degree=41
export IMPL_top_area_frac=0.4008
export IMPL_syn_inst=2707
export IMPL_most_common_cell="inv_1"
export IMPL_die_area_um2=49030
export IMPL_synth_area_um2=24070
export IMPL_io_pins=98
export IMPL_cts_max_level=4
export IMPL_ys_sh_adder=0.4965
export IMPL_utilization=0.5521
export IMPL_totalNegativeSetupSlack_ps=0
export IMPL_path_clk_slew_ps=50
export IMPL_worstMarginPinSlew_ps=837.1
export IMPL_wl_um=62030
export IMPL_hold_buffers=0
export IMPL_clk_latency_ps=400
export IMPL_cpPeakStageDelay_ps=830
export IMPL_ys_sh_aoi=0.07895
export IMPL_final_area_um2=26310
export IMPL_drv_slew=0
export IMPL_yosysSeqAreaShare=0.1064
export IMPL_path_max_fanout=22
export IMPL_muxShareOfSynthArea=0.003430
export IMPL_period_used=0.5005
export IMPL_hold_slack_ps=323.1
export IMPL_gr_total_overflow=0
export IMPL_relSlewSlack=0.4419
export IMPL_top_area_cell="fa_1"
export IMPL_placed_cell_area_um2=25680
export IMPL_cp_start_kind="input pin"
export IMPL_common_cells="589 x inv_1, 482 x fa_1, 338 x nand2_1"
export IMPL_vias=18232
export IMPL_rsz0062_at_grt="false"
export IMPL_arrival_ps=16460
export IMPL_crit_path_top_delay_cell="or4_1"
export IMPL_synthSimpleGateAreaFrac=0.1807
export IMPL_grt_usage=0.2896
export IMPL_die_x_um=221.4
export IMPL_ff_type="dfxtp_1"
export IMPL_max_cap_viol_count=0
export IMPL_hp_class="reg2reg"
export IMPL_synth_async_sr_flop_share=0
export IMPL_routed_via_density=5.397
[area by class of cell]
class / count / area [um2]
Clock inverter: 13 / 187.7
Tap cell: 615 / 769.5
Inverter: 591 / 2218
Sequential cell: 128 / 2562
Timing Repair Buffer: 147 / 1344
Multi-Input combinational cell: 1865 / 18790
Fill cell: 4246 / 21340
Clock buffer: 19 / 432.9
[state kept, by name, indices dropped and copies added (netlist names)]
signal          count
sr0.ff0.q          32
sr0.delay.ff.q     96
[routing by layer]
metal / track usage / up-vias / routed length [um]
li1: - / 8374 / -
met2: 0.4500 / 757 / 28890
met4: 0.04951 / 0 / 1280
met3: 0.1165 / 77 / 6655
met1: 0.4077 / 9024 / 25210
met5: 0.002933 / - / 0
[layout by cell type (no fill, tap or decap), drive strengths merged, types with 7 or more instances in the layout]
cell and instances:
nor2 109, buf 51, or4 10, inv 590, nand2 339, clkinv 7
o21a 12, clkbuf 19, o31ai 8, dfxtp 128, nor3 30, or3 10
o21ai 50, ha 184, fa 482, a31oi 10, and3 9, xor2 22
nor4 23, a211oi 27, xnor2 34, o21bai 8, nand3 22, clkdlybuf4s50 96
a21oi 73, o211ai 8, a21o 17, nand4 29, nand2b 8, and2 243
[path summary, 6_finish.rpt]
kind                                                     from                             to  slack (ps)  depth (start not counted)
worst max-delay path                                    a[22]       sr0.ff0.q[16]$_SDFF_PP0_       16190                         27
worst min-delay path            sr0.delay[1].ff.q[25]$_DFF_P_  sr0.delay[2].ff.q[25]$_DFF_P_         320                          0
worst max register to register  sr0.delay[2].ff.q[20]$_DFF_P_  sr0.delay[3].ff.q[20]$_DFF_P_       31990                          0
worst min register to register  sr0.delay[1].ff.q[25]$_DFF_P_  sr0.delay[2].ff.q[25]$_DFF_P_         320                          0
[kinds of logic (layout without fill, tap and decap cells)]
group,Yosys count,count (layout)
simple gates,864,864
xor+xnor,56,56
fa+ha+maj,666,666
flops,128,128
mux,8,8
buf+inv,714,770
compound gates,271,271
[metrics by stage]
| stage | std cells | setup slack [ps] |
|---|---|---|
| after CTS | 3378 | 16310 |
| after floorplan | 2707 | 18170 |
| after global routing | 3378 | 15650 |
| after global placement | 3346 | 15940 |
| final | 3378 | 16190 |
| after detailed placement | 3346 | 15910 |
