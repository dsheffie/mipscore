===== design/flow/design.v =====
module dffen(q,d,clk,reset,en);
   parameter N = 1;
   input logic [N-1:0] d;
   input logic 	       clk;
   input logic 	       reset;
   input logic 	       en;
   output logic [N-1:0] q;
   always_ff@(posedge clk)
     begin
	if(reset)
	  begin
	     q <= 1'b0;
	  end
	else
	  begin
	     q <= en ? d : q;
	  end
     end  
endmodule  
module shiftregbit(clk,reset,b,valid,out);
   input logic clk;
   input logic reset;
   input logic b;
   input logic valid;
   parameter W = 32;
   output logic [W-1:0] out;
   for(genvar i = 0; i < W; i = i + 1)
     begin : sr
	if(i==0)
	  begin
	     dffen #(.N(1)) ff (.clk(clk), .reset(reset), .en(valid), .d(b), .q(out[0]));
	  end
	else
	  begin
	     dffen #(.N(1)) ff (.clk(clk), .reset(reset), .en(valid), .d(out[i-1]), .q(out[i]));	     
	  end
     end
endmodule
module unsigned_divider(clk,
			reset,
			srcA,
			srcB,
			start_div,
			y,
			ready,
			complete
			);
   parameter LG_W = 5;
   parameter W = 1<<LG_W;
   localparam W2 = 2*W;
   input logic clk;
   input logic reset;
   input logic [W-1:0] srcA;
   input logic [W-1:0] srcB;
   input logic 	      start_div;
   output logic [W-1:0] y;
   output logic        ready;
   output logic        complete;
   typedef enum logic [2:0] {IDLE = 'd0,
			     DIVIDE = 'd2,
			     PACK_OUTPUT = 'd3,
			     DONE = 'd4} state_t;
   state_t r_state, n_state;
   logic [W-1:0] 		    r_A, n_A, r_B, n_B;
   logic [W-1:0] 		    r_Y, n_Y;
   logic [W2-1:0] 		    r_D, n_D, r_R, n_R;
   logic [W-1:0] 		    t_ss;
   logic [LG_W-1:0] 		    r_idx, n_idx;
   logic 			    t_bit,t_valid;
   logic [31:0] 		    n_bits = W-1;
   always_ff@(posedge clk)
     begin
	if(reset)
	  begin
	     r_state <= IDLE;
	     r_A <= 'd0;
	     r_B <= 'd0;
	     r_Y <= 'd0;
	     r_D <= 'd0;
	     r_R <= 'd0;
	     r_idx <= 'd0;
	  end
	else
	  begin
	     r_state <= n_state;
	     r_A <= n_A;
	     r_B <= n_B;
	     r_Y <= n_Y;
	     r_D <= n_D;
	     r_R <= n_R;
	     r_idx <= n_idx;
	  end
     end
   shiftregbit #(.W(W)) ss
     (.clk(clk), .reset(reset), .b(t_bit), .valid(t_valid), .out(t_ss));
   always_comb
     begin
	n_state = r_state;
	n_A = r_A;
	n_B = r_B;
	n_Y = r_Y;
	n_D = r_D;
	n_R = r_R;
	n_idx = r_idx;
	t_bit = 1'b0;
	t_valid = 1'b0;
	ready = (r_state == IDLE);
	y = r_Y;
	complete = 1'b0;
	unique case (r_state)
	  IDLE:
	    begin
	       if(start_div)
		 begin
		    n_state = DIVIDE;
		 end
	       n_A = srcA;
	       n_B = srcB;
	       n_D = {srcB, {W{1'b0}}};
	       n_R = {{W{1'b0}},srcA};
	       n_idx = n_bits[LG_W-1:0];
	    end
	  DIVIDE:
	    begin
	       if({r_R[W2-2:0], 1'b0} >= r_D)
		 begin
		    n_R = {r_R[W2-2:0], 1'b0} - r_D;
		    t_bit = 1'b1;
		    t_valid = 1'b1;		    
		 end
	       else
		 begin
		    n_R = {r_R[W2-2:0], 1'b0};
		    t_bit = 1'b0;
		    t_valid = 1'b1;
		 end
	       n_state = (r_idx == 'd0) ? PACK_OUTPUT : DIVIDE;
	       n_idx = r_idx - 'd1;
	    end  
	  PACK_OUTPUT:
	    begin
	       n_state = DONE;
	       n_Y = t_ss;
	    end
	  DONE:
	    begin
	       complete =1'b1;
	       n_state = IDLE;
	    end
	  default:
	    begin
	    end
	endcase  
     end  
endmodule  

===== design/flow/run.sh =====
#!/bin/bash
# OpenROAD 26Q1-2900-gdf79404cd8, Yosys 0.63+post, stock flow scripts
make -C /OpenROAD-flow-scripts/flow DESIGN_CONFIG=/design/flow/config.mk WORK_HOME=/design/flow/orfs finish

===== design/flow/config.mk =====
export PLATFORM = sky130hd
export DESIGN_NAME = unsigned_divider
export DESIGN_NICKNAME = unsigned_divider
export VERILOG_FILES = /design/flow/design.v
export SDC_FILE = /design/flow/constraint.sdc
export NUM_CORES = 4
export LEC_CHECK = 1
export CORE_UTILIZATION = 30

===== design/flow/constraint.sdc =====
current_design unsigned_divider

set clk_period 12.2
set clk_io_pct 0.2

create_clock -name clk0 -period $clk_period [get_ports {clk}]

set non_clock_inputs [all_inputs -no_clocks]
set_input_delay [expr $clk_period * $clk_io_pct] -clock clk0 $non_clock_inputs
set_output_delay [expr $clk_period * $clk_io_pct] -clock clk0 [all_outputs]

==> results.cfg <==
; synthesis and place-and-route metrics
[power_and_ir_drop]
p_comb_share_pct = 13.9
swShare_pct = 29.56
clkPwrFrac_pct = 42.1
cellPowerDensity_nw_per_um2 = 129.3
power.sequential.fraction_pct = 44.0
internal_power_consumption_mw = 0.9364
cellLeakagePower_nw = 4.125
switchingPower_mw = 0.3930
vdd.ir_drop.worst_uv = 70.70

[clock_tree]
cts.repair.resized = 0
cts_htree_levels = 4
postCtsSetupRepairBufs = 0
worst_skew_pair.late_latency_ps = 430
ctsRootBufferMaster = sky130_fd_sc_hd__clkbuf_16
number_of_clock_buffers_inserted_by_tritoncts = 17
tritoncts = done
cts_num_sinks = 168
path_clk_slew_ps = 70
cts_hold_buffers = 0
cts_buffer_depth = 2

[floorplan]
fp_util_pct = 30.78
die_w_um = 169.0
std_cell_rows = 60
die_height_um = 169.0
die-area_sq_um = 28550
boundaryPins = 101
core_area_sq_um = 27180

[drt]
drt_first_iter_violations = 373
post_drt_via_cell_ratio = 4.693
routed-via-count = 6641
drt-total-wl_mm = 19.93
ant_nets_after_route = 0
count_of_antenna_diodes_in_the_layout = 0
initial_drt_pass_iterations = 4
wl_per_cell_um = 14.09
remaining_drc_errors = 0

[yosys]
ys_warn_count = 2
ys_cells = 960
count_of_library_flops_with_an_enable_pin = 0
synth.lib_cells_used.distinct = 61
syn_area_sq_um = 8364
asyncSetResetFlopFracSynth_pct = 0
synth_top_flop_cell = sky130_fd_sc_hd__dfxtp_1
postSynthRegisterBits = 168
average_cell_area_after_synthesis_sq_um = 8.713
netlist_instances = 960
sequential_cell_area_fraction_in_the_yosys_report_pct = 40.21
synth.yosys.chip_area_sq_um = 8364

[sta]
finalHoldViolations = 0
fin_setup_tns_ps = 0
final_tally_of_max_slew_violations = 0
setup_violations = 0
final.period_utilization_pct = 32.99
post_layout_min_period_ps = 4025
worst_slew_margin_rel_pct = 37.57
skew_ps = 14.18
fmax_mhz = 248.4
rsz0062_at_grt = false
timing_worst_slew_pin_value_ps = 936.5

[setup_path]
critPathMaxFanout = 23
timing.setup.critical_path_class = reg -> out
crit_path_max_incr_delay_ps = 590
path_cells = clkdlybuf4s50_1
worst_setup_path_end_kind = output port
worst_path_arrival_time_ps = 1590
slowest_stage = sky130_fd_sc_hd__dfxtp_4
cp.buffers_inverters = 1
critical_path.startpoint_type = flip-flop
critPathTopFamily = flip-flops
required_ps = 9760

[global_route]
final_global_route_overflow_total = 0
maximum_number_of_pins_on_one_net_before_global_route_repair = 61
first_pass_grt_wire_length_mm = 32.95
global_route_usage_over_all_layers_pct = 14.42
number_of_antenna_violations_at_the_first_check_in_global_routing = 0
grt_pass1_vias = 6300

[cells_and_area]
postLayoutCellArea_sq_um = 10280
flow.area_growth_from_synthesis_pct = 22.92
drive_gt1_share_pct = 5.465

[job]
log.warning_count = 26
drv_cap = 0

[place]
port-buffer-count = 100
place_hpwl_mm = 13.63
placedInstanceArea_sq_um = 9649
finalWeightedCongestion = 0.8895

[hold_path]
worst_hold_path_type = reg -> reg

[outcome]
status = finished clean
## cell usage after synthesis, types with 3 or more instances
| cell type | instances | share of area, % |
|---|---|---|
| sky130_fd_sc_hd__o21bai_1 | 4 | 0.36 |
| sky130_fd_sc_hd__nor4_1 | 6 | 0.45 |
| sky130_fd_sc_hd__a21o_1 | 8 | 0.72 |
| sky130_fd_sc_hd__and2_1 | 4 | 0.30 |
| sky130_fd_sc_hd__o31ai_1 | 5 | 0.45 |
| sky130_fd_sc_hd__o21ai_1 | 5 | 0.30 |
| sky130_fd_sc_hd__nand2_1 | 52 | 2.3 |
| sky130_fd_sc_hd__a211oi_1 | 8 | 0.72 |
| sky130_fd_sc_hd__nor3_1 | 10 | 0.60 |
| sky130_fd_sc_hd__a2111oi_0 | 3 | 0.31 |
| sky130_fd_sc_hd__nor2b_1 | 7 | 0.52 |
| sky130_fd_sc_hd__xor2_1 | 5 | 0.52 |
| sky130_fd_sc_hd__nor2_1 | 185 | 8.3 |
| sky130_fd_sc_hd__a31oi_1 | 6 | 0.45 |
| sky130_fd_sc_hd__dfxtp_1 | 168 | 40 |
| sky130_fd_sc_hd__ha_1 | 34 | 5.1 |
| sky130_fd_sc_hd__a32oi_1 | 7 | 0.73 |
| sky130_fd_sc_hd__nand3_1 | 11 | 0.66 |
| sky130_fd_sc_hd__o21ai_0 | 38 | 2.3 |
| sky130_fd_sc_hd__o211ai_1 | 3 | 0.27 |
| sky130_fd_sc_hd__nand2b_1 | 5 | 0.37 |
| sky130_fd_sc_hd__mux2i_1 | 144 | 17 |
| sky130_fd_sc_hd__nand4_1 | 7 | 0.52 |
| sky130_fd_sc_hd__clkbuf_1 | 39 | 1.8 |
| sky130_fd_sc_hd__xnor2_1 | 24 | 2.5 |
| sky130_fd_sc_hd__buf_6 | 4 | 0.54 |
| sky130_fd_sc_hd__inv_1 | 42 | 1.9 |
| sky130_fd_sc_hd__a211oi_2 | 3 | 0.45 |
| sky130_fd_sc_hd__o21a_1 | 3 | 0.27 |
| sky130_fd_sc_hd__buf_2 | 3 | 0.18 |
| sky130_fd_sc_hd__buf_1 | 11 | 0.49 |
| sky130_fd_sc_hd__a21oi_1 | 66 | 3.9 |
## through the flow
stage / utilization, % / setup WS [ps] / instances / power, mW / hold WS (ps)
after CTS: 37.83 / 8124 / 1415 / 1.346 / 471.2
after floorplan: - / 8735 / 960 / 0.7268 / 393.3
final: 37.83 / 8175 / 1415 / 1.329 / 478.7
after global placement: 35.51 / 8011 / 1383 / 0.7810 / 440.5
after global routing: 37.83 / 8094 / 1415 / 1.392 / 501.3
after detailed placement: 35.51 / 7911 / 1383 / 0.7818 / 454.0
## worst register-to-register path, stage by stage (launching register included)
cell                       delay (ps)
sky130_fd_sc_hd__dfxtp_1          350
sky130_fd_sc_hd__inv_1             50
sky130_fd_sc_hd__ha_1             180
sky130_fd_sc_hd__inv_1             70
sky130_fd_sc_hd__fa_1             250
sky130_fd_sc_hd__a211oi_2         110
sky130_fd_sc_hd__o21ai_2          200
sky130_fd_sc_hd__a21boi_2         120
sky130_fd_sc_hd__o311ai_2         440
sky130_fd_sc_hd__nand4_1          550
sky130_fd_sc_hd__nand2_2          770
sky130_fd_sc_hd__mux2_2           410
sky130_fd_sc_hd__a22o_1           170
## cells in the final DEF (no fill, tap or decap), types with 4 or more instances in the layout
cell / netlist / routed
sky130_fd_sc_hd__mux2i_1: 144 / 144
sky130_fd_sc_hd__nand4_1: 7 / 7
sky130_fd_sc_hd__o21ai_0: 38 / 38
sky130_fd_sc_hd__clkdlybuf4s50_1: 0 / 99
sky130_fd_sc_hd__nand3_1: 11 / 11
sky130_fd_sc_hd__and2_1: 4 / 4
sky130_fd_sc_hd__clkbuf_16: 0 / 17
sky130_fd_sc_hd__a21o_1: 8 / 8
sky130_fd_sc_hd__inv_1: 42 / 42
sky130_fd_sc_hd__nor3_1: 10 / 10
sky130_fd_sc_hd__o31ai_1: 5 / 5
sky130_fd_sc_hd__xnor2_1: 24 / 24
sky130_fd_sc_hd__o21ai_1: 5 / 5
sky130_fd_sc_hd__nand2_1: 52 / 52
sky130_fd_sc_hd__nor2_1: 185 / 185
sky130_fd_sc_hd__clkinv_8: 0 / 7
sky130_fd_sc_hd__a31oi_1: 6 / 6
sky130_fd_sc_hd__nor4_1: 6 / 6
sky130_fd_sc_hd__a32oi_1: 7 / 7
sky130_fd_sc_hd__o21bai_1: 4 / 4
sky130_fd_sc_hd__xor2_1: 5 / 5
sky130_fd_sc_hd__ha_1: 34 / 34
sky130_fd_sc_hd__buf_4: 0 / 9
sky130_fd_sc_hd__nor2b_1: 7 / 7
sky130_fd_sc_hd__a21oi_1: 66 / 66
sky130_fd_sc_hd__nand2b_1: 5 / 5
sky130_fd_sc_hd__a211oi_1: 8 / 8
sky130_fd_sc_hd__dfxtp_1: 168 / 165
## registers in the layout (all words and copies together) (netlist names)
register and cells:
r_state 4, r_idx 5, r_R 63, r_Y 32, r_D 32, ss.sr.genblk1.ff.q 32
## power by group through the flow
stage	Sequential, mW	Combinational (mW)	Clock (mW)
5_1_grt	0.589	0.205	0.598
4_1_cts	0.585	0.186	0.575
6_report	0.585	0.184	0.560
## cell families after synthesis
family | count (synthesis) | share of synthesized area, %
xor gates and xnor gates | 29 | 3.037
buffers and inverters | 99 | 4.847
muxes | 145 | 17.37
AOI/OAI and AO/OA | 181 | 13.67
and+or+nand+nor | 303 | 15.54
adders and majority gates | 35 | 5.325
DFF | 168 | 40.21
## metal layers
layer | track usage, % | wire length, um
met1 | 22.41 | 10120
met2 | 21.94 | 8746
met3 | 2.690 | 897
met4 | 1.253 | 172
met5 | 0 | 0
## area by class of cell
type	instances	area (sq um)
clock buffer	17	425.4
clock inverter	15	206.4
fill	2728	16900
inverter	42	157.7
multi-input combinational	693	4596
sequential	168	3372
tap	372	465.4
timing repair buffer	108	1059
## final timing paths
check,startpoint,end,slack (ps),cells after the start
setup / recovery,r_state[0],ready,8170,1
hold reg to reg,r_R[62],r_R[62],480,2
setup reg to reg,r_R[31],r_R[36],8430,12
hold / removal,r_R[62],r_R[62],480,2
Power figures rest on the tool's default switching activity, not on a simulated workload.
