$ cat /design/flow/config.mk
export PLATFORM = sky130hd
export DESIGN_NAME = fp_trunc_to_int32
export DESIGN_NICKNAME = fp_trunc_to_int32
export VERILOG_FILES = /design/flow/design.v
export SDC_FILE = /design/flow/constraint.sdc
export NUM_CORES = 4
export LEC_CHECK = 1
export CORE_UTILIZATION = 40
$ cat /design/flow/constraint.sdc
current_design fp_trunc_to_int32

set clk_period 13.9
set clk_io_pct 0.2

create_clock -name clk0 -period $clk_period

set non_clock_inputs [all_inputs -no_clocks]
set_input_delay [expr $clk_period * $clk_io_pct] -clock clk0 $non_clock_inputs
set_output_delay [expr $clk_period * $clk_io_pct] -clock clk0 [all_outputs]
$ cat /design/flow/design.v
module fp_trunc_to_int32(clk, in, en, out);
   parameter W = 32;
   localparam FW = (W==32) ? 23 : 52;
   localparam EW = (W==32) ? 8 : 11;
   localparam PW = W-(FW+1);
   input logic clk;
   input logic [W-1:0] in;
   input logic 	       en;
   output logic [W-1:0] out;
   wire [EW-1:0] 	w_bias = ((1<<(EW-1)) - 1);
   wire [EW-1:0] 	w_exp = in[W-2:FW];
   wire [FW:0] 		w_mant = {1'b1, in[FW-1:0]};
   wire [FW:0] 		w_zp = {(FW+1){1'b0}};
   wire [PW-1:0] 	w_op = {PW{1'b0}};
   wire [FW+W:0] w_mant_pad = {{(W){1'd0}}, w_mant};
   logic [FW+W:0] t_mant_shift;
   wire 		w_sign = in[W-1];
   logic 		t_zero;
   logic [EW-1:0] 	t_shift_dist;
   logic [W-1:0] 	t_out, t_t;
   always_comb
     begin
	t_zero = w_exp < w_bias;
	t_shift_dist = (w_exp - w_bias)+1;
	t_shift_dist = (t_shift_dist > (W)) ? (W) : t_shift_dist;
	t_mant_shift = w_mant_pad << t_shift_dist;
	t_t = 'd0;
	if(!t_zero)
	  begin
	     t_t = t_mant_shift[FW+W:FW+1];
	     if(w_sign)
	       begin
		  t_t = (~t_t + 'd1);
	       end
	  end
     end  
   generate
      if(W == 64)
	begin
	   assign t_out = {32'd0, t_t[31:0]};
	end
      else
	begin
	   assign t_out = t_t;
	end
   endgenerate
   always_comb
     begin
	out = t_out;
     end
endmodule
$ cat /design/flow/run.sh
#!/bin/bash
# OpenROAD 26Q1-2900-gdf79404cd8, Yosys 0.63+post, stock flow scripts
make -C /OpenROAD-flow-scripts/flow DESIGN_CONFIG=/design/flow/config.mk WORK_HOME=/design/flow/orfs finish
==> impl_metrics.ini <==
; generated from flow reports
[logic_synthesis]
ys_seq_share_pct = 0
logic_family = AND-OR/OR-AND gates
mux_share_pct = 8.63
yosysTopAreaCell = nand2_1
area_leaders = nand2_1 6.7%, mux2i_1 6.3%, nor2_1 5.3%
ys_types = 84
xor_share_pct = 3.78
ys_cells = 620
syn_area_um2 = 3940
yosysWarnings = 1
yosysTopAreaCellShare_pct = 6.66
adder_share_pct = 0.635
syn_area_per_cell_um2 = 6.36
ys_sh_simple_pct = 35.0
ys_chip_area_um2 = 3940
syn_inst = 620
aoi_share_pct = 43.6

[global_routing]
track_usage_pct = 37.2
grt_max_degree = 48
antenna_found_initial = 0
gr-total-overflow = 0
grt_pass1_vias = 4818
grt_pass1_wl_um = 28400

[die]
die_y_um = 101
ioPinCount = 66
dieArea_um2 = 10300
num_rows = 35
core_area_um2 = 9420
die_w_um = 101
fp_util_pct = 41.9

[route]
vias = 5409
via_per_inst = 6.94
drt-initial-drc-count = 524
antenna-diode-count = 0
drc = 0
wirelength_um = 18400
wl_per_cell_um = 23.6
antenna_left = 0
drtPass1Iterations = 6

[cells_and_area]
area_growth_pct = 16.6
drive_gt1_share_pct = 9.08
fin_util_pct = 48.8
nClkBuffers = 0
flop_area_um2 = 0
flops = 0
stdcell_area_um2 = 4600

[clock_network]
cts_hold_buf = 0
cts_resized = 0
postCtsSetupBuffers = 0

[place]
place_area_um2 = 4600
detailed_place_hpwl_um = 14000
globalplace.congestion = 1.02
io_buffers = 64

[hold_path]
hp-start = in[31]
hold_class = input pin to primary output
min_to = out[11]
hold_path_depth = 4

[power]
p_per_area_nw_per_um2 = 40.6
ir_worst_vdd_v = 0.0000305
p_leak_nw = 1.66

[worst_setup_path]
slowest_stage = nor4_4
cp-end-kind = primary output
path_buffers = 4
slowest_delay_ps = 650
cp_cell_sequence = clkdlybuf4s50_1 -> buf_4 -> ha_1 -> buf_4 -> nor3b_1 -> a21oi_1 -> and3_1 -> nor2_2 -> mux2_2 -> a222oi_1 -> o221ai_1 -> or3_4 -> nor4_4 -> a41oi_1 -> mux2i_1 -> clkdlybuf4s50_1
worstPathRequired_ps = 11120
critPathLaunchType = input pin
arrival_ps = 8700
cp_top_family = simple AND/OR/NAND/NOR gates
path_class = input pin to primary output
crit_path_max_fanout = 41

[sta]
period_minus_slack_ps = 11480
hold_viol = 0
rsz0062_at_grt = no
setup_viol = 0
max_slew_margin_pct = 26.3
worstMarginPinSlew_ps = 1080
period_used_pct = 82.6
fmax_mhz = 87.1
slew_viol_final = 0
setup-tns-final_ps = 0

[job]
drv_cap = 0
warning_count = 34

[status]
outcome = finished clean
==> per-layer routing <==
layer | vias up | wire length (um) | global-route usage, %
li1 | 2475 | - | -
met1 | 2502 | 7610 | 52.3
met2 | 369 | 7850 | 56.7
met3 | 63 | 1990 | 5.11
met4 | 0 | 926 | 16.6
met5 | - | 0 | 0
==> kinds of logic after synthesis <==
logic type                 after synthesis
and+or+nand+nor                        266
AOI/OAI and AO/OA                      240
buffers and inverters                   63
muxes                                   32
xor gates and xnor gates                17
adders and majority gates                2
==> worst max path at each step <==
| stage | from | end | slack, ps | depth (start not counted) |
|---|---|---|---|---|
| final | in[24] | out[25] | 2420 | 16 |
| after global routing | in[24] | out[27] | 2120 | 16 |
| after CTS | in[24] | out[25] | 2540 | 16 |
==> final cells by class <==
type	instances	area [um2]
inverters	10	37.5
multi-input cells	557	3620
fillers	964	4820
repair buffers	83	783
well taps	129	161
==> where the power goes <==
group | total, W | internal [W] | switching, W
Combinational | 0.000186 | 0.0000759 | 0.000111
Clock | 0 | 0 | 0
Sequential | 0 | 0 | 0
Total | 0.000186 | 0.0000759 | 0.000111
==> cells in the final DEF (no fill, tap or decap), types with 4 or more instances in the layout <==
cell / netlist / final
a211oi_1: 10 / 10
nor2_1: 56 / 56
and3_1: 10 / 10
o22ai_1: 9 / 9
buf_4: 8 / 19
a31oi_1: 15 / 15
a221o_1: 4 / 4
nand3_1: 38 / 38
o31ai_1: 7 / 7
or2_2: 8 / 8
mux2i_1: 25 / 25
xor2_1: 6 / 6
nand2b_1: 13 / 13
and2_1: 6 / 6
inv_1: 10 / 10
a22oi_1: 10 / 10
a221oi_1: 8 / 8
nand2_1: 70 / 70
a41o_1: 4 / 4
clkdlybuf4s50_1: 0 / 64
a21oi_1: 37 / 37
nand4_1: 7 / 7
o21a_1: 11 / 11
o211ai_1: 17 / 17
a21o_1: 9 / 9
xnor2_1: 11 / 11
o21ai_0: 37 / 37
nor3_1: 15 / 15
nor2b_1: 7 / 7
a211o_1: 4 / 4
or3_1: 5 / 5
o32ai_1: 6 / 6
a41oi_1: 6 / 6
mux2_2: 5 / 5
==> Yosys cell counts, drive strengths merged, types with 10 or more instances <==
cell type  number
nand2          70
nor2           58
o21ai          41
a21oi          40
nand3          39
buf            30
mux2i          25
clkbuf         23
nor3           18
o211ai         17
a31oi          15
nand2b         14
a211oi         12
o21a           11
xnor2          11
a22oi          10
and3           10
inv            10
==> stage by stage <==
| step | power, W | instances | hold WS, ps | setup WS (ps) |
|---|---|---|---|---|
| after global placement | 0.000181 | 779 | 6870 | 2630 |
| after global routing | 0.000200 | 779 | 6980 | 2120 |
| after CTS | 0.000182 | 779 | 6870 | 2540 |
| after floorplan | 0.000114 | 620 | 5800 | 5110 |
| after detailed placement | 0.000181 | 779 | 6860 | 2550 |
| final | 0.000186 | 779 | 6880 | 2420 |
Power and IR drop assume default switching activity.
